===== flow/config.mk =====
export PLATFORM = sky130hd
export DESIGN_NAME = fastcarry_32
export DESIGN_NICKNAME = fastcarry_32
export VERILOG_FILES = /design/flow/design.v
export SDC_FILE = /design/flow/constraint.sdc
export NUM_CORES = 4
export LEC_CHECK = 1
export CORE_AREA = 10 10 87 87
export DIE_AREA = 0 0 97 97

===== flow/constraint.sdc =====
current_design fastcarry_32

set clk_period 22.5
set clk_io_pct 0.2

create_clock -name clk0 -period $clk_period

set non_clock_inputs [all_inputs -no_clocks]
set_input_delay [expr $clk_period * $clk_io_pct] -clock clk0 $non_clock_inputs
set_output_delay [expr $clk_period * $clk_io_pct] -clock clk0 [all_outputs]

===== flow/design.v =====
module fastcarry_32 (
    input  [31: 0] A,
    input  [31: 0] B,
    input          Cin,
    output [31: 0] S,
    output         Cout
);
    wire   [31: 0] P0;
    wire   [31: 0] G0;
    wire   [31: 0] C0;
    wire   [ 7: 0] P1;
    wire   [ 7: 0] G1;
    wire   [ 7: 0] C1;
    wire   [ 3: 0] P2;
    wire   [ 3: 0] G2;
    wire   [ 3: 0] C2;
    assign    P0 =  A ^ B;
    assign    G0 =  A & B;
    assign     S = P0 ^ C0;
    assign  Cout = C2[2];
    fastcarry_4_2  f00 (
        .Pin  ( P0 [ 3: 0]), 
        .Gin  ( G0 [ 3: 0]), 
        .Cin  (Cin        ), 
        .C    ( C0 [ 3: 0]), 
        .Pout ( P1 [    0]), 
        .Gout ( G1 [    0])
    );
    fastcarry_4_2  f01 (
        .Pin  ( P0 [ 7: 4]), 
        .Gin  ( G0 [ 7: 4]), 
        .Cin  ( C1 [    1]), 
        .C    ( C0 [ 7: 4]), 
        .Pout ( P1 [    1]), 
        .Gout ( G1 [    1])
    );
    fastcarry_4_2  f02 (
        .Pin  ( P0 [11: 8]), 
        .Gin  ( G0 [11: 8]), 
        .Cin  ( C1 [    2]), 
        .C    ( C0 [11: 8]), 
        .Pout ( P1 [    2]), 
        .Gout ( G1 [    2])
    );
    fastcarry_4_2  f03 (
        .Pin  ( P0 [15:12]), 
        .Gin  ( G0 [15:12]), 
        .Cin  ( C1 [    3]), 
        .C    ( C0 [15:12]), 
        .Pout ( P1 [    3]), 
        .Gout ( G1 [    3])
    );
    fastcarry_4_2  f04 (
        .Pin  ( P0 [19:16]), 
        .Gin  ( G0 [19:16]), 
        .Cin  ( C2 [    1]), 
        .C    ( C0 [19:16]), 
        .Pout ( P1 [    4]), 
        .Gout ( G1 [    4])
    );
    fastcarry_4_2  f05 (
        .Pin  ( P0 [23:20]), 
        .Gin  ( G0 [23:20]), 
        .Cin  ( C1 [    5]), 
        .C    ( C0 [23:20]), 
        .Pout ( P1 [    5]), 
        .Gout ( G1 [    5])
    );
    fastcarry_4_2  f06 (
        .Pin  ( P0 [27:24]), 
        .Gin  ( G0 [27:24]), 
        .Cin  ( C1 [    6]), 
        .C    ( C0 [27:24]), 
        .Pout ( P1 [    6]), 
        .Gout ( G1 [    6])
    );
    fastcarry_4_2  f07 (
        .Pin  ( P0 [31:28]), 
        .Gin  ( G0 [31:28]), 
        .Cin  ( C1 [    7]), 
        .C    ( C0 [31:28]),
        .Pout ( P1 [    7]),
        .Gout ( G1 [    7])
    );
    fastcarry_4_2  f10 (
        .Pin  ( P1 [ 3: 0]), 
        .Gin  ( G1 [ 3: 0]), 
        .Cin  (Cin        ),
        .C    ( C1 [ 3: 0]),
        .Pout ( P2 [    0]), 
        .Gout ( G2 [    0])
    );
    fastcarry_4_2  f11 (
        .Pin  ( P1 [ 7: 4]), 
        .Gin  ( G1 [ 7: 4]), 
        .Cin  ( C2 [    1]),
        .C    ( C1 [ 7: 4])
    );
    fastcarry_4_2  f20 (
        .Pin  ( P2 [ 3: 0]), 
        .Gin  ( G2 [ 3: 0]), 
        .Cin  (Cin        ),
        .C    ( C2 [ 3: 0])
    );
endmodule
module fastcarry_4_2 (  
    input  [ 3: 0] Pin,
    input  [ 3: 0] Gin,
    input          Cin,
    output [ 3: 0] C,
    output         Pout,
    output         Gout
);
    assign  C[0] = Cin;
    assign  C[1] = Gin[0] 
                || Pin[0] && Cin;
    assign  C[2] = Gin[1] 
                || Pin[1] && Gin[0] 
                || Pin[1] && Pin[0] && Cin;
    assign  C[3] = Gin[2] 
                || Pin[2] && Gin[1] 
                || Pin[2] && Pin[1] && Gin[0] 
                || Pin[2] && Pin[1] && Pin[0] && Cin;
    assign  Gout = Gin[3] 
                || Pin[3] && Gin[2] 
                || Pin[3] && Pin[2] && Gin[1] 
                || Pin[3] && Pin[2] && Pin[1] && Gin[0];
    assign  Pout = Pin[3] && Pin[2] && Pin[1] && Pin[0];
endmodule

===== flow/run.sh =====
#!/bin/bash
# OpenROAD 26Q1-2900-gdf79404cd8, Yosys 0.63+post, stock flow scripts
make -C /OpenROAD-flow-scripts/flow DESIGN_CONFIG=/design/flow/config.mk WORK_HOME=/design/flow/orfs finish

==> notes.md <==
Figures from the implementation reports.

- The clock tree buffer count of the final layout reads 0.
- The final report gives the standard cell area, fillers excluded, as around 0.0024 mm^2.
- The via density per instance is approximately 4.4.
- Looking at the critical path, the highest net fanout was 6.
- In this run the power density over the cells is between 30 and 40 mW/mm^2.
- The floorplan has 27 rows.
- The most critical min-delay path falls under input port to output port.
- The first detailed-routing pass ran for 4 iterations.
- The global-route usage over all layers is 0.0918.
- Post-CTS repair ended up resizing 0 cells.
- The vertical extent of the die is just under 100 um.
- For this design the top-level I/O count stands at 98.
- The slowest cell on the critical path is sky130_fd_sc_hd__clkdlybuf4s50_1.
- The total area of sequential cells is 0 um^2.
- The sum of net half-perimeters after detailed placement reads 4170 um.
- The highest clock rate this design can be run at is 80.7 MHz.
- The initial antenna violation count reads 0.
- The number of distinct standard cells referenced by the synthesized netlist is 39.
- The count of buffers from port buffering is 97.
- The sequential fraction of the synthesis area reads 0.
- The initial core utilization is 0.243.
- Per the OpenROAD timing report, the critical path contains 12 cells.
- After layout, the minimum clock period comes to between 10 and 15 ns.
- The type of destination of the critical path is an output port.
- The chip area estimate from yosys synthesis is around 0.0014 mm^2.
- The number of remaining DRC errors reads 0.
- The final critical-path share of the clock period is 0.551.
- The number of buffers and inverters on the critical path is 2.
- The first global-routing pass estimated approximately 7500 um of wire.
- The flow ran to the end, and the final reports show no timing, DRC or antenna violations.
- The total placed instance area is between 0.002 and 0.0025 mm^2.
- According to the timing report, the data required time at the worst endpoint equals 18.00 ns.
- After detailed routing, the average wire length per cell comes to around 13 um.
- Between the synthesized netlist and the finished layout, the area growth was recorded as 76.5%.
- Per STA, the worst path accumulates the most delay in the family AND-OR/OR-AND gates.
- The via count of the first global-routing pass came to 1,564.
- The total wirelength of the detailed-routed design is roughly 4400 um.
- The overall die width reads 97 um.
- The final number of setup-violating endpoints reads 0.
- The synthesized cell area is about 0.0014 mm^2.
- The startpoint-to-endpoint class of the critical path reads input port to output port.
- STA classifies the critical path startpoint as an input port.
- The flip-flop and latch count reads 0.
- In the hold timing report, the worst path depth is 4.
- After clock tree synthesis, the setup repair step added 0 buffers.
- The fraction of layout instances using a drive strength above 1 reads 0.0192.
- For this design the static power due to leakage is just over 1 nW.
- The gate count after technology mapping is approximately 170.
- In this run, post-CTS hold repair placed 0 buffers.
- The chip area reads between 0.009 and 0.01 mm^2.
- Setup repair after global routing left no endpoint under its margin.
- The largest net degree at the start of global routing reads 8.
- The number of cells in the yosys synthesis report is 166.
- The violation count after the first detailed-routing iteration is 34.
- The pre-CTS setup slack is roughly 10 ns.
- According to the timing report, the critical path is captured at S[29].
- The area of the core is ~0.0056 mm^2.
- The number of warnings in the stage logs reads 32.
- The worst endpoint data arrival time reads approximately 7.9 ns.
- The total congestion overflow reads 0.
- Per the gpl log, the routability congestion estimate is 0.793.
- The count of synthesis-stage warnings from yosys is 2.
- The setup slack of the critical path after layout reads 10.11 ns.
- The largest incremental delay on the critical path reads approximately 0.49 ns.
- Counting pins that exceed their max-slew limit in the final report gives 0.
- The worst-case vdd ir drop reads approximately 0.000013 V.
- The antenna diode instance count is 0.
- Listed in order, past its start point the critical path passes clkdlybuf4s50_1 > ha_1 > a21o_1 > a221o_1 > a221oi_4 > a31o_4 > o21ai_1 > a21oi_1 > o21bai_1 > fa_1 > xor2_1 > clkdlybuf4s50_1.
- Among the stages of the critical path, the cell type that occurs most often is sky130_fd_sc_hd__clkdlybuf4s50_1.
- The remaining antenna violation count reads 0.
- Hold-check failures listed in the final report amount to 0.
- The max-cap violation count is 0.
- The launch point of the critical path reads A[5].
- The total via count after detailed routing is roughly 1,500.
- The post-route setup TNS reads 0 ns.
- Once layout is complete, the utilization of the core stands at 0.429.
- A synthesized cell averages 8.27 um^2.
==> layer usage <==
metal | part of all wire | global-route usage
met2 | 0.46 | 0.152
met4 | 0 | 0
met1 | 0.43 | 0.112
met3 | 0.11 | 0.0430
met5 | 0 | 0
==> synth_stat cells, types with 2 or more instances <==
| master | n | area, um^2 |
|---|---|---|
| sky130_fd_sc_hd__nor2b_1 | 2 | 12.5 |
| sky130_fd_sc_hd__nor3_1 | 3 | 15.0 |
| sky130_fd_sc_hd__o21ai_0 | 6 | 30.0 |
| sky130_fd_sc_hd__a21oi_1 | 11 | 55.1 |
| sky130_fd_sc_hd__fa_1 | 8 | 160 |
| sky130_fd_sc_hd__o211ai_1 | 3 | 22.5 |
| sky130_fd_sc_hd__and2_1 | 3 | 18.8 |
| sky130_fd_sc_hd__nand4_1 | 3 | 18.8 |
| sky130_fd_sc_hd__o21ai_1 | 2 | 10.0 |
| sky130_fd_sc_hd__a21o_1 | 8 | 60.1 |
| sky130_fd_sc_hd__nand2b_1 | 4 | 25.0 |
| sky130_fd_sc_hd__inv_1 | 7 | 26.3 |
| sky130_fd_sc_hd__nand3_1 | 3 | 15.0 |
| sky130_fd_sc_hd__xor2_1 | 12 | 105 |
| sky130_fd_sc_hd__xnor2_1 | 13 | 114 |
| sky130_fd_sc_hd__nand2_1 | 8 | 30.0 |
| sky130_fd_sc_hd__o21bai_1 | 2 | 15.0 |
| sky130_fd_sc_hd__ha_1 | 31 | 388 |
| sky130_fd_sc_hd__a211oi_1 | 3 | 22.5 |
| sky130_fd_sc_hd__a31oi_1 | 4 | 25.0 |
| sky130_fd_sc_hd__nor2_1 | 12 | 45.0 |
==> cell families after synthesis <==
family,Yosys count,share of synthesized area
AND-OR/OR-AND,48,0.252
adder cells (fa/ha/maj),39,0.399
XOR/XNOR,25,0.160
AND/OR/NAND/NOR,43,0.157
other,1,0.00273
buffers and inverters,10,0.0301
==> layout by cell type, fill, tap and decap left out, types with 4 or more instances in the layout <==
master / count
sky130_fd_sc_hd__ha_1: 31
sky130_fd_sc_hd__xnor2_1: 13
sky130_fd_sc_hd__inv_1: 7
sky130_fd_sc_hd__clkdlybuf4s50_1: 97
sky130_fd_sc_hd__xor2_1: 12
sky130_fd_sc_hd__nor2_1: 12
sky130_fd_sc_hd__a31oi_1: 4
sky130_fd_sc_hd__fa_1: 8
sky130_fd_sc_hd__nand2_1: 8
sky130_fd_sc_hd__o21ai_0: 6
sky130_fd_sc_hd__a21oi_1: 11
sky130_fd_sc_hd__nand2b_1: 4
sky130_fd_sc_hd__a21o_1: 8
==> power by group <==
part,switching (mW),total [mW],internal (mW)
Combinational,0.0250,0.0728,0.0478
Clock,0,0,0
Sequential,0,0,0
Total,0.0250,0.0728,0.0478
==> how the worst min path moves through the flow <==
stage | slack [ns] | start | endpoint
global route | 10.14 | B[30] | S[30]
CTS | 10.07 | A[31] | S[31]
finish | 10.06 | A[31] | S[31]
==> cell type report <==
class              count  area [um^2]
fillers              571         3220
multi-input cells    156         1330
repair buffers        97          971
well taps             72         90.1
inverters              8         30.0
==> per-stage QoR <==
step                      power, mW  std cells  hold slack [ns]
final                        0.0728        333            10.06
after global routing         0.0821        333            10.14
after CTS                    0.0746        333            10.07
after detailed placement     0.0738        333            10.07
after global placement       0.0743        333            10.06
after floorplan              0.0287        166             9.11
No activity file was given, so power comes from the tool's default toggle rates.
