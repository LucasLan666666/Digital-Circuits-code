**run.sh**
```bash
#!/bin/bash
# OpenROAD 26Q1-2900-gdf79404cd8, Yosys 0.63+post, stock flow scripts
make -C /OpenROAD-flow-scripts/flow DESIGN_CONFIG=/design/flow/config.mk WORK_HOME=/design/flow/orfs finish
```
**config.mk**
```make
export PLATFORM = sky130hd
export DESIGN_NAME = fifo
export DESIGN_NICKNAME = fifo
export VERILOG_FILES = /design/flow/design.v
export SDC_FILE = /design/flow/constraint.sdc
export NUM_CORES = 4
export LEC_CHECK = 1
export CORE_UTILIZATION = 50
```
**constraint.sdc**
```tcl
current_design fifo

set clk_period 3.1
set clk_io_pct 0.2

create_clock -name clk0 -period $clk_period [get_ports {clk}]

set non_clock_inputs [all_inputs -no_clocks]
set_input_delay [expr $clk_period * $clk_io_pct] -clock clk0 $non_clock_inputs
set_output_delay [expr $clk_period * $clk_io_pct] -clock clk0 [all_outputs]
```
**design.v**
```verilog
`timescale 1ns / 1ps
module fifo(
    input               clk,
    input               rstn,
    input               input_valid,
    input               output_enable,
    output reg          input_enable,
    output reg          output_valid,
    input       [15: 0] data_in,
    output reg  [ 7: 0] data_out
);
    reg [ 7: 0] mem [31: 0];
    reg [ 4: 0] write_addr;
    reg [ 4: 0] read_addr;
    always @(posedge clk or negedge rstn) begin
        if (rstn == 0)begin
            write_addr       <= 5'b0;
            read_addr        <= 5'b0;
            input_enable     <= 1'b1;
            output_valid     <= 1'b0;
            data_out[ 7:0]   <= 8'bxxxxxxxx;
        end
        else begin
            if ((input_valid == 1'b1) && (input_enable == 1'b1)) begin
                if (write_addr == 30) begin
                    input_enable   <= 1'b0;
                    output_valid   <= 1'b1;
                    write_addr     <= 5'b0;
                    mem[30][ 7: 0] <= data_in[ 7: 0];
                    mem[31][ 7: 0] <= data_in[15: 8];
                end
                else begin
                    write_addr                 <= write_addr + 2;
                    mem[write_addr][ 7: 0]     <= data_in[ 7: 0];
                    mem[write_addr + 1][ 7: 0] <= data_in[15: 8];
                end
            end
            else if (output_valid == 1'b1 && output_enable == 1'b1) begin
                if (read_addr == 31) begin
                    input_enable    <= 1'b1;
                    output_valid    <= 1'b0;
                    read_addr       <= 5'b0;
                    data_out[ 7: 0] <= mem[31][ 7: 0];
                end
                else begin
                    read_addr       <= read_addr + 1;
                    data_out[ 7: 0] <= mem[read_addr][ 7: 0];
                end
            end
            else begin
            end
        end
    end
endmodule
```
==> impl_metrics.ini <==
; generated from flow reports
[layout]
drive_gt1_frac = 0.3250
areaGrowthSynthToFinish_pct = 11.73
mostFrequentLayoutCells = edfxtp_1 (256), mux2_2 (151), buf_4 (107)
layout_top_cell = edfxtp_1
post-route-cell-area_mm2 = 0.01543

[clock_network]
root_buffer = clkbuf_16
cts_inserted_buffers = 29
clockBufferDepth = 3
clock_latency_ns = 0.56
cts.sinks = 275
cts_setup_buffers = 0
cts_hold_buf = 0
cts_resized = 0
cts_tree = done
clk_pin_slew_ns = 0.06
cts_htree_levels = 1

[critical_path]
rrSetupSlack_ns = 0.13
worst-r2r-cell-count = 7
critPathMaxFanout = 9
cp-start-kind = flop
arrival_ns = 3.38
end_kind = flop
worst-setup-path-type = reg -> reg
required_ns = 3.51

[drt]
drt_iter0_markers = 892
vias_per_cell = 6.520
wl_mm = 46.66
drcViolationCount = 0
postRouteAntennaNets = 0
wl_per_cell_um = 32.95
drtPass1Iterations = 5
num_vias = 9232

[synth]
netlist_instances = 1094
enable_flop_cells = 256
synth_area_mm2 = 0.01381
ys_cells = 1094
yosys_warnings = 2
yosys_area_mm2 = 0.01381
avgSynthCellArea_um2 = 12.62
ff_type = edfxtp_1
ys_ff = 275
ys_seq_share = 0.5912
synth.distinct_cells = 80
synthArstFlopShare = 0.06909

[job]
drv_cap = 0
openroad.warnings = 30

[sta]
hold_violations = 0
min_period_over_period = 0.9596
worstMarginPinSlew_ns = 1.046
finalCriticalPeriod_ns = 2.975
fin_setup_tns_ns = 0
rsz0062_at_grt = no
whs_ns = 0.3482
fmax_ghz = 0.3361
slew_violations = 0
clock_skew_ns = 0.01858
setup_viol = 0
timing.slew.headroom = 0.3003

[status]
status = finished clean

[grt]
grt_pass1_wl_mm = 67.14
grt_pass1_vias = 9306
grt_max_degree = 33
globalRoute.totalOverflow = 0
track_usage = 0.3700
antenna_found_initial = 4

[floorplanning]
ioPinCount = 30
die_width_um = 168.2
num_rows = 60
core_region_area_mm2 = 0.02703
fp.dieArea_mm2 = 0.02828
initCoreUtil = 0.5109
die.size.y_um = 168.2

[placement]
place_area_mm2 = 0.01451
place.gp.congestion = 1.017
port_buffers = 29
dpl.hpwl_mm = 30.65

[worst_hold_path]
hold_path.class = in -> async

[power_and_ir_drop]
ir_drop_mv = 0.4252
intPower_uw = 6095
power_leakage_uw = 0.005155
pwr_density_cell_mw_per_mm2 = 501.3
pwr-share-comb = 0.037
p_switching_uw = 1640
clkPwrFrac = 0.439
pwr-share-seq = 0.524
switching_share = 0.2120
finalPower_uw = 7735
[final timing paths]
path / start / to
worst min register to register: mem[0][2]$_DFFE_PP_ / data_out[2]$_DFFE_PN0P_
worst max-delay path: read_addr[0]$_DFFE_PN0P_ / data_out[4]$_DFFE_PN0P_
max in group asynchronous: rstn / input_enable$_DFFE_PN1P_
min in group clk0: mem[0][2]$_DFFE_PP_ / data_out[2]$_DFFE_PN0P_
worst min-delay path: rstn / data_out[0]$_DFFE_PN0P_
worst max register to register: read_addr[0]$_DFFE_PN0P_ / data_out[4]$_DFFE_PN0P_
[worst max-delay path, stage by stage (launching register included)]
cell	delay [ns]
dfrtp_1	0.47
inv_1	0.10
ha_1	0.42
inv_1	0.44
a211oi_1	0.20
a2111o_1	0.49
nor4_1	0.54
a31oi_1	0.15
[cell usage after synthesis, types with 10 or more instances]
library cell,number,area (um2)
a32oi_1,13,113.9
nor4_1,10,62.56
nand3b_1,16,120.1
clkbuf_1,166,623.1
mux2i_1,19,190.2
a22oi_1,18,135.1
a22o_1,12,105.1
nand4_1,18,112.6
and3_1,10,62.56
edfxtp_1,256,7687
dfrtp_1,18,450.4
mux2_2,151,1700
buf_2,28,140.1
a21oi_1,21,105.1
nor2_1,34,127.6
nand2_1,59,221.5
o21ai_0,28,140.1
nand3_1,48,240.2
[power groups by stage]
| stage | Combinational, uW | Clock, uW | Sequential [uW] |
|---|---|---|---|
| finish | 288 | 3390 | 4060 |
| global route | 300 | 3580 | 4050 |
| CTS | 287 | 3440 | 4060 |
[stage by stage]
stage / instances / setup slack (ns) / utilization
CTS: 1415 / 0.2692 / 0.5708
detailed placement: 1362 / 0.2503 / 0.5369
finish: 1416 / 0.1251 / 0.5709
global placement: 1362 / 0.2326 / 0.5369
floorplan: 1095 / 0.4704 / -
global route: 1415 / 0.06905 / 0.5708
[sequential cells by signal, indices dropped and copies added (netlist names)]
register and cells:
data_out 8, input_enable 1, output_valid 1, write_addr 4, mem 256, read_addr 5
[logic make-up after synthesis]
logic type                 synth area share
AOI/OAI and AO/OA                   0.07874
xor gates and xnor gates           0.001269
adders and majority gates          0.008155
buffers and inverters               0.07032
DFF                                  0.5912
muxes                                0.1464
other                             0.0002716
and+or+nand+nor                      0.1036
[per-layer routing]
| metal | share of wire | track usage | vias to the layer above |
|---|---|---|---|
| met2 | 0.45 | 0.5288 | 577 |
| met1 | 0.38 | 0.5556 | 4600 |
| met5 | 0.00056 | 0.01739 | - |
| li1 | - | - | 3940 |
| met4 | 0.047 | 0.1336 | 4 |
| met3 | 0.12 | 0.1460 | 111 |
[layout make-up]
| type | count | area (um2) |
|---|---|---|
| inverter | 7 | 26.28 |
| clock buffer | 36 | 772.0 |
| tap | 341 | 426.7 |
| multi-input combinational | 598 | 4696 |
| fill | 2192 | 11600 |
| sequential | 275 | 8168 |
| clock inverter | 17 | 143.9 |
| timing repair buffer | 141 | 1194 |
| antenna | 1 | 2.502 |
Power and IR drop assume default switching activity.
