**design/flow/config.mk**
```make
export PLATFORM = sky130hd
export DESIGN_NAME = TEMPLATE_fastcarry_32
export DESIGN_NICKNAME = TEMPLATE_fastcarry_32
export VERILOG_FILES = /design/flow/design.v
export SDC_FILE = /design/flow/constraint.sdc
export NUM_CORES = 4
export LEC_CHECK = 1
export CORE_AREA = 10 10 89 89
export DIE_AREA = 0 0 99 99
```
**design/flow/design.v**
```verilog
module TEMPLATE_fastcarry_32 (A, B, Cin, S, Cout);
    input  [31: 0] A;
    input  [31: 0] B;
    input          Cin;
    output [31: 0] S;
    output         Cout;
    assign {Cout, S} = A + B + Cin;
endmodule
```
**design/flow/constraint.sdc**
```tcl
current_design TEMPLATE_fastcarry_32

set clk_period 11.3
set clk_io_pct 0.2

create_clock -name clk0 -period $clk_period

set non_clock_inputs [all_inputs -no_clocks]
set_input_delay [expr $clk_period * $clk_io_pct] -clock clk0 $non_clock_inputs
set_output_delay [expr $clk_period * $clk_io_pct] -clock clk0 [all_outputs]
```
**design/flow/run.sh**
```bash
#!/bin/bash
# OpenROAD 26Q1-2900-gdf79404cd8, Yosys 0.63+post, stock flow scripts
make -C /OpenROAD-flow-scripts/flow DESIGN_CONFIG=/design/flow/config.mk WORK_HOME=/design/flow/orfs finish
```
==> impl_metrics.csv <==
group,metric,value,unit
status,status,"finished, final reports clean",
route,drc,0,
setup_path,critical_path_capture_point_type,"primary output",
setup_path,worst-path-buf-inv,2,
grt,groute.layer.met2.usage,0.198,
clock_network,cts_setup_buffers,0,
finish,layout.core_utilization,0.481,
grt,grtUsageMet1,0.160,
route,route.final.wire_length,6200,um
final_timing,period_needed,7.79,ns
finish,post_route_cells_drive_above_1_share,0.0313,
synthesis,post_synth.cell_area_avg,7.16,um2
placement,io_buffers,98,
finish,layout_overhead_on_the_synthesized_area,55.5,%
floorplan,floorplan.io_pins,98,
final_timing,fin_crit_sh,0.690,
synthesis,synth_chip_area,0.00185,mm2
setup_path,critical_path_class,"input pin to primary output",
route,diodes,0,
hold_path,hold_start,"Cin",
floorplan,die_width,99,um
hold_path,hp-class,"input pin to primary output",
floorplan,die-height,99,um
final_timing,worst_pin_slew,0.753,ns
finish,final_cell_mix,"sky130_fd_sc_hd__clkdlybuf4s50_1 (98), sky130_fd_sc_hd__a21oi_1 (34), sky130_fd_sc_hd__ha_1 (31)",
synthesis,synth.area.top_cells,"sky130_fd_sc_hd__ha_1 (21%), sky130_fd_sc_hd__a21oi_1 (9.2%), sky130_fd_sc_hd__xor2_1 (7.1%)",
setup_path,cp_max_fo,4,
clock_network,cts_repair_resize_count,0,
pwr,cellLeakagePower,1.21,nW
route,drtAntennaViolNets,0,
final_timing,max_slew_margin,0.492,
synthesis,ys_seq_share,0,
grt,top_usage_layer,"met2",
synthesis,syn_area,0.00185,mm2
final_timing,fmax,0.128,GHz
route,vias,2217,
pwr,p_total,0.178,mW
clock_network,ctsHoldBuffers,0,
floorplan,floorplan.core_area,0.00599,mm2
synthesis,ys_cells,259,
finish,fill_cells,618,
synthesis,synth_largest_type_area_fraction,0.209,
setup_path,crit_path_cell_trace,"clkdlybuf4s50_1 > fa_1 > fa_1 > a21oi_1 > o32ai_1 > o211ai_2 > a21o_1 > o21ai_2 > a21o_1 > a311oi_1 > clkdlybuf4s50_1",
route,route.detailed.wl_per_inst,14.5,um
grt,grt_overflow,0,
grt,grt_first_pass_wirelength,9980,um
placement,dp_hpwl,5560,um
setup_path,critical_path.max_stage_delay,0.52,ns
final_timing,rsz0062_at_grt,"no",
route,first_iter_violations,49,
floorplan,die_area,0.00980,mm2
pwr,ir_drop,0.0000251,V
grt,grt_pass1_vias,2141,
final_timing,fin_ws,3.51,ns
placement,pre_cts_slack,3.47,ns
finish,mi_logic_area,0.00178,mm2
placement,finalWeightedCongestion,0.859,
finish,seq_cell_count,0,
synthesis,synth_cell_type_count,52,
grt,grt_start_max_net_pins,13,
run,tool_warnings,32,
setup_path,path_delay_family,"AND-OR/OR-AND gates",
synthesis,synth_cells,259,
finish,layout.cells.most_common,"sky130_fd_sc_hd__clkdlybuf4s50_1",
synthesis,yosys.area.top_type,"sky130_fd_sc_hd__ha_1",
grt,use_met3,0.0190,
route,routed_via_density,5.19,
final_timing,setup_total_negative_slack,0,ns
grt,grt_use_total,0.117,
route,drt_pass1_iterations,5,
setup_path,cp-start-kind,"input pin",
final_timing,setup_viol,0,
pwr,powerDensity,61.6,mW/mm2
synthesis,ys_warn_count,0,
setup_path,timing.critical_path.slowest_stage_cell,"sky130_fd_sc_hd__clkdlybuf4s50_1",
floorplan,initial_utilization,0.310,
final_timing,timing.final.max_slew_violations,0,
finish,final_design_area_no_fill,0.00288,mm2
run,max-cap-violations,0,
finish,nClkBuffers,0,
floorplan,std_cell_rows,28,
finish,sequential_cell_area,0,um2
setup_path,crit_arrival,5.53,ns
setup_path,launching_element_of_the_worst_setup_path,"A[0]",
setup_path,critical_path_required,9.04,ns
final_timing,timing_hold_violations_final,0,
placement,dpl_cell_area,0.00288,mm2
grt,antenna_violations_before_repair,0,
-- tightest hold or removal path: stages --
cell and delay (ns):
sky130_fd_sc_hd__clkdlybuf4s50_1 0.47, sky130_fd_sc_hd__fa_1 0.15, sky130_fd_sc_hd__clkdlybuf4s50_1 0.45
-- final cells by class --
class / count / area share
Multi-Input combinational cell: 247 / 0.618
Timing Repair Buffer: 98 / 0.340
Tap cell: 75 / 0.0325
Inverter: 7 / 0.00911
-- worst paths after layout --
kind,to,slack (ns),cells after the start
max,S[28],3.51,11
min,S[0],5.59,3
-- cells in the mapped netlist (all sizes together) (4+ instances only) --
cell type  count
nor3           7
inv            6
or3            5
and3           4
xnor2         10
o21ai         21
a211oi         6
a21oi         34
nand3          5
nor2          20
a21o          13
nand2         25
ha            31
o211ai         5
xor2          15
buf            4
o21a           4
o21bai         6
nand4          9
-- metrics by stage --
stage	hold WS (ns)	cells
after detailed placement	5.61	427
after CTS	5.61	427
after floorplan	4.62	259
after global placement	5.60	427
final	5.59	427
after global routing	5.64	427
-- kinds of logic (layout without fill, tap and decap cells) --
group	after synthesis	in the layout	synth area share
AOI/OAI and AO/OA	105	105	0.379
xor gates and xnor gates	25	25	0.118
adders and majority gates	33	33	0.231
buffers and inverters	12	105	0.0385
muxes	1	1	0.00540
and+or+nand+nor	83	83	0.229
-- report_power, final --
group          internal [mW]  switching (mW)
combinational          0.104          0.0731
sequential                 0               0
clock                      0               0
-- metal layers --
layer,vias to the layer above,wire (um)
met5,-,0
met4,0,7
met3,2,344
met2,55,2870
met1,984,2970
li1,1176,-
Power figures rest on the tool's default switching activity, not on a simulated workload.
